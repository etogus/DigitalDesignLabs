## flow/run.sh

```bash
#!/bin/bash
# OpenROAD 26Q1-2900-gdf79404cd8, Yosys 0.63+post, stock flow scripts
make -C /OpenROAD-flow-scripts/flow DESIGN_CONFIG=/design/flow/config.mk WORK_HOME=/design/flow/orfs finish
```

## flow/config.mk

```make
export PLATFORM = sky130hd
export DESIGN_NAME = present
export DESIGN_NICKNAME = present
export VERILOG_FILES = /design/flow/design.v
export SDC_FILE = /design/flow/constraint.sdc
export NUM_CORES = 4
export LEC_CHECK = 1
export CORE_UTILIZATION = 30
```

## flow/constraint.sdc

```tcl
current_design present

set clk_period 11.1
set clk_io_pct 0.2

create_clock -name clk0 -period $clk_period [get_ports {ck}]

set non_clock_inputs [all_inputs -no_clocks]
set_input_delay [expr $clk_period * $clk_io_pct] -clock clk0 $non_clock_inputs
set_output_delay [expr $clk_period * $clk_io_pct] -clock clk0 [all_outputs]
```

## flow/design.v

```verilog
`timescale 1ns / 1ps
module comb(
    sp,  
    kp,  
    cnt,  
    r0,  
    sn,  
    kn  
);
input [0:63] sp;  
input [0:79] kp;  
input [0:4] cnt;  
input r0;  
output [0:63] sn;  
output [0:79] kn;  
wire [0:63] ssb;  
wire [0:63] ssp;  
wire [0:63] sss;  
wire [0:79] kkr;  
wire [0:79] kks;  
sboxes sb (
    .a(sp),
    .y(ssb)
);
perm pm (
    .inp(ssb),
    .out(ssp)
);
assign sss = r0 ? sp : ssp;
kr kmod (
    .kinp(kp),
    .cnt(cnt),
    .kout(kkr)
);
assign kks = r0 ? kp : kkr;
assign sn = sss ^ kks[0:63];
assign kn = kks;
endmodule
`timescale 1ns / 1ps
module control(
    sta,  
    ck,  
    rn,  
    r0,  
    cnt,  
    act,  
    rdy  
);
input sta;  
input ck;  
input rn;  
output r0;  
output [0:4] cnt;  
output act;  
output rdy;  
reg [0:4] cnt_ps;  
wire [0:4] cnt_ns;  
wire r31;  
reg act_ps;  
wire act_ns;  
reg rdy;  
assign cnt_ns = sta ? 0 : ( act ? cnt_ps+1 : cnt_ps ) ;
always @ (posedge ck or negedge rn)
    if (!rn)
        cnt_ps <= 0;
    else
        cnt_ps <= cnt_ns;
assign cnt = cnt_ps ;
assign r0 = ( cnt_ps == 0 ) ;
assign r31 = (cnt_ps == 31);
assign act_ns = sta ? 1 : ( r31 ? 0 : act_ps ) ;
always @ (posedge ck or negedge rn)
    if (!rn)
        act_ps <= 0;
    else
        act_ps <= act_ns;
assign act = act_ps ;
always @ (posedge ck or negedge rn)
if (!rn)
    rdy <= 0;
else
    rdy <= r31;
endmodule
`timescale 1ns / 1ps
module kr(
    kinp,
    cnt,
    kout
);
input [0:79] kinp;
input [0:4] cnt;
output [0:79] kout;
wire [0:79] krot;  
assign krot = {kinp[61:79], kinp[0:60]};
sbox m00 (
    .a(krot[0:3]),
    .y(kout[0:3])
);
assign kout[60:64] = cnt ^ krot[60:64];
assign kout[4:59] = krot[4:59];
assign kout[65:79] = krot[65:79];
endmodule
`timescale 1ns / 1ps
module kreg(
    sta,
    act,
    inp,
    nxt,
    ck,
    rn,
    out
);
input [0:79] inp;  
input [0:79] nxt;  
input act;         
input sta;         
input ck;          
input rn;          
output [0:79] out;  
reg [0:79] out;  
always @ (posedge ck or negedge rn)
    if (!rn)
        out <= 0;
    else if (sta)
        out <= inp;
    else if (act)
        out <= nxt;
endmodule
`timescale 1ns / 1ps
module perm(
    inp,
    out
);
input [0:63] inp;  
output [0:63] out;  
assign out = {
    inp[00], inp[04], inp[08], inp[12], inp[16], inp[20], inp[24], inp[28],
    inp[32], inp[36], inp[40], inp[44], inp[48], inp[52], inp[56], inp[60],
    inp[01], inp[05], inp[09], inp[13], inp[17], inp[21], inp[25], inp[29],
    inp[33], inp[37], inp[41], inp[45], inp[49], inp[53], inp[57], inp[61],
    inp[02], inp[06], inp[10], inp[14], inp[18], inp[22], inp[26], inp[30],
    inp[34], inp[38], inp[42], inp[46], inp[50], inp[54], inp[58], inp[62],
    inp[03], inp[07], inp[11], inp[15], inp[19], inp[23], inp[27], inp[31],
    inp[35], inp[39], inp[43], inp[47], inp[51], inp[55], inp[59], inp[63]
};
endmodule
`timescale 1ns / 1ps
module present(
    sta,  
    inp,  
    key,  
    ck,  
    rn,  
    rdy,  
    out  
);
input sta;  
input [0:63] inp;  
input [0:79] key;  
input ck;  
input rn;  
output rdy;  
output [0:63] out;  
wire r0;  
wire act;  
wire [0:4] cnt;  
wire [0:63] sout;  
wire [0:63] snxt;  
wire [0:79] kout;  
wire [0:79] knxt;  
control u_control (
    .sta(sta),
    .ck(ck),
    .rn(rn),
    .r0(r0),
    .cnt(cnt),
    .act(act),
    .rdy(rdy)
);
sreg u_sreg (
    .sta(sta),
    .act(act),
    .inp(inp),
    .nxt(snxt),
    .ck(ck),
    .rn(rn),
    .out(sout)
);
kreg u_kreg (
    .sta(sta),
    .act(act),
    .inp(key),
    .nxt(knxt),
    .ck(ck),
    .rn(rn),
    .out(kout)
);
comb u_comb (
    .sp(sout),
    .kp(kout),
    .cnt(cnt),
    .r0(r0),
    .sn(snxt),
    .kn(knxt)
);
assign out = sout;
endmodule
`timescale 1ns / 1ps
module sbox(
    a,
    y
);
input [0:3] a;  
output [0:3] y;  
reg [0:3] y;  
always @(*)
    case(a)
        4'h0: y = 4'hC;
        4'h1: y = 4'h5;
        4'h2: y = 4'h6;
        4'h3: y = 4'hB;
        4'h4: y = 4'h9;
        4'h5: y = 4'h0;
        4'h6: y = 4'hA;
        4'h7: y = 4'hD;
        4'h8: y = 4'h3;
        4'h9: y = 4'hE;
        4'hA: y = 4'hF;
        4'hB: y = 4'h8;
        4'hC: y = 4'h4;
        4'hD: y = 4'h7;
        4'hE: y = 4'h1;
        4'hF: y = 4'h2;
    endcase
endmodule
`timescale 1ns / 1ps
module sboxes(
    a,
    y
);
input [0:63] a;  
output [0:63] y;  
wire [0:3] ba[0:15];  
wire [0:3] by[0:15];  
assign ba[0] = a[0:3];
assign ba[1] = a[4:7];
assign ba[2] = a[8:11];
assign ba[3] = a[12:15];
assign ba[4] = a[16:19];
assign ba[5] = a[20:23];
assign ba[6] = a[24:27];
assign ba[7] = a[28:31];
assign ba[8] = a[32:35];
assign ba[9] = a[36:39];
assign ba[10] = a[40:43];
assign ba[11] = a[44:47];
assign ba[12] = a[48:51];
assign ba[13] = a[52:55];
assign ba[14] = a[56:59];
assign ba[15] = a[60:63];
sbox m00 (.a(ba[0]), .y(by[0]));
sbox m01 (.a(ba[1]), .y(by[1]));
sbox m02 (.a(ba[2]), .y(by[2]));
sbox m03 (.a(ba[3]), .y(by[3]));
sbox m04 (.a(ba[4]), .y(by[4]));
sbox m05 (.a(ba[5]), .y(by[5]));
sbox m06 (.a(ba[6]), .y(by[6]));
sbox m07 (.a(ba[7]), .y(by[7]));
sbox m08 (.a(ba[8]), .y(by[8]));
sbox m09 (.a(ba[9]), .y(by[9]));
sbox m10 (.a(ba[10]), .y(by[10]));
sbox m11 (.a(ba[11]), .y(by[11]));
sbox m12 (.a(ba[12]), .y(by[12]));
sbox m13 (.a(ba[13]), .y(by[13]));
sbox m14 (.a(ba[14]), .y(by[14]));
sbox m15 (.a(ba[15]), .y(by[15]));
assign y = {by[0], by[1], by[2], by[3], by[4], by[5], by[6], by[7],
            by[8], by[9], by[10], by[11], by[12], by[13], by[14], by[15]};
endmodule
`timescale 1ns / 1ps
module sreg(
    sta,
    act,
    inp,
    nxt,
    ck,
    rn,
    out
);
input [0:63] inp;  
input [0:63] nxt;  
input act;         
input sta;         
input ck;          
input rn;          
output [0:63] out;  
reg [0:63] out;  
always @ (posedge ck or negedge rn)
    if (!rn)
        out <= 0;
    else if (sta)
        out <= inp;
    else if (act)
        out <= nxt;
endmodule
```

==> results.toml <==
# generated from flow reports
[detailed_routing]
wirelength_mm = 42.0
drt-pass1-iter-count = 5
num_antenna_cells = 0
routed_via_density = 5.21
antenna_violation_net_count_after_detailed_routing = 0
drtIter0Drc = 842
detail_route.wl_per_cell_um = 20.7
remaining_drc_errors = 0
vias = 10576

[setup_path]
cp-end-kind = "register"
reg2regPathDepth = 7
worstPathMaxFanout = 87
cp-start-kind = "primary input"
worst_ep_required_time_ns = 11.42
setup.worst_path.class = "in -> reg"
critPathArrivalTime_ns = 4.58

[clocking]
cts_hold_repair.buffers = 0
clock_path_buffers = 2
cts_buffers = 17
cts_resized = 0
clk_latency_ns = 0.43
tritoncts_clock_tree = "yes"
cts_num_sinks = 151
ctsRootBufferMaster = "sky130_fd_sc_hd__clkbuf_16"
setup_fix_buffers_added_after_clock_tree_synthesis = 0
ctsHtreeMaxLevel = 4
cts.clk_slew.worst_paths_ns = 0.07

[final_layout]
final_cell_mix = "sky130_fd_sc_hd__clkdlybuf4s50_1 (209), sky130_fd_sc_hd__o21ai_0 (171), sky130_fd_sc_hd__nand2_1 (164)"
final_area_um2 = 15100
final_util_pct = 37.9
area.growth.synth_to_final_pct = 24.4
lay_top_count = "sky130_fd_sc_hd__clkdlybuf4s50_1"
fillers = 3962
final_layout_size_suffix_gt1_share_pct = 6.44

[grt]
grt_pass1_wl_mm = 63.5
gr-total-overflow = 0
grt_antenna_before_repair = 0
grt_max_degree = 88
number_of_global_route_vias_before_repair = 10180
gr-usage-all-layers_pct = 21.2

[synth]
mux_area_share_pct = 15.0
synth_simple_gate_area_share_pct = 14.2
post_synth_fa_ha_maj_area_fraction_pct = 10.6
yosys.stat.seqShare_pct = 31.2
synth-main-ff-cell = "sky130_fd_sc_hd__dfrtp_1"
mappedNetlistArea_um2 = 12100
synth.yosys.warnings = 5
syn-instance-count = 1359
edf_count = 0
synthXorXnorAreaFrac_pct = 4.99
synth_stat.cells = 1359
synth_cell_types = 61
post_synth_main_logic_family = "AND-OR/OR-AND gates"
synth.ff_latch_count = 151
post_synth.cell_area_avg_um2 = 8.92
post_synth_ao_oa_area_fraction_pct = 16.8
synth.yosys.chip_area_um2 = 12100
synth-async-reset-ratio_pct = 100

[power]
power.total_mw = 2.75
sequentialPowerShare_pct = 33.4
power.density_cell_area_nw_per_um2 = 182
pwr-share-comb_pct = 44.0
power.switching_mw = 1.10
total_leakage_power_nw = 6.54
power.share.switching_pct = 40.1
clockPowerShare_pct = 22.7
maximum_vdd_drop_uv = 93.5
internal_power_mw = 1.65

[hold_path]
min-delay-path-class = "reg -> reg"
hold_depth = 2

[run]
maxCapViolations = 0
openroad.warnings = 109

[timing]
finalHoldViolCount = 0
setup_viol_count_final = 0
tns_ns = 0
timing.hold.ws_ns = 0.615
timing_max_transition_violations_final = 0
worst_slew_margin_rel_pct = 44.4
clock_skew_ns = 0.0140
clock.fmax_mhz = 235
setup_repair_after_global_routing_missed_its_margin = "no"
fin_crit_sh_pct = 38.4
layout_min_cycle_time_ns = 4.26
tightestPinTransition_ns = 0.832

[die]
rows = 73
floorplan.io_pins = 212
die_w_um = 203
die_area_um2 = 41200
initial_core_util_pct = 30.4
die.size.y_um = 203
core_area_um2 = 39800

[placement]
port_buffers = 211
dp_hpwl_mm = 31.4
placedInstanceArea_um2 = 14500
global_placement_routability_congestion = 0.891

[run_status]
outcome = "finished, final reports clean"
-- logic make-up after synthesis --
logic type               count (synthesis)
multiplexers                           141
flip-flops                             151
XOR/XNOR                                69
AND/OR/NAND/NOR                        374
buffers and inverters                  197
AND-OR/OR-AND                          324
adder cells (fa/ha/maj)                103
-- sequential cells by signal, summed over array words and instances, names as in the netlist --
name / cells
u_control.act_ps: 1
u_control.rdy: 1
u_control.cnt_ps: 5
u_sreg.out: 64
u_kreg.out: 80
-- worst max-delay path, cell delays in order --
cell                       delay (ns)
sky130_fd_sc_hd__clkbuf_8        0.38
sky130_fd_sc_hd__buf_4           0.71
sky130_fd_sc_hd__buf_4           0.63
sky130_fd_sc_hd__nand2b_1        0.18
sky130_fd_sc_hd__o21ai_0         0.07
sky130_fd_sc_hd__or3_1           0.33
-- cells in the mapped netlist, types with 9 or more instances --
cell type                  instances  area share, %
sky130_fd_sc_hd__mux2i_1         104            8.6
sky130_fd_sc_hd__clkbuf_1         66            2.0
sky130_fd_sc_hd__mux4_2           32            5.9
sky130_fd_sc_hd__nor2_1           66            2.0
sky130_fd_sc_hd__o21a_1            9           0.56
sky130_fd_sc_hd__buf_2            23           0.95
sky130_fd_sc_hd__buf_6            12            1.1
sky130_fd_sc_hd__a21oi_1          28            1.2
sky130_fd_sc_hd__nand3_1          50            2.1
sky130_fd_sc_hd__nand2_1         164            5.1
sky130_fd_sc_hd__nor3_1           38            1.6
sky130_fd_sc_hd__o221ai_1         27            2.0
sky130_fd_sc_hd__o21ai_1          14           0.58
sky130_fd_sc_hd__a221oi_1         17            1.2
sky130_fd_sc_hd__nor2b_1          11           0.57
sky130_fd_sc_hd__dfrtp_1         151             31
sky130_fd_sc_hd__ha_1            103             11
sky130_fd_sc_hd__xnor2_1          38            2.7
sky130_fd_sc_hd__o21ai_0         171            7.1
sky130_fd_sc_hd__nor3b_1          16           0.99
sky130_fd_sc_hd__xor2_1           31            2.2
sky130_fd_sc_hd__inv_1            88            2.7
-- path summary, 6_finish.rpt --
| kind | start | endpoint | slack [ns] |
|---|---|---|---|
| worst min register to register | u_kreg.out[67] | u_kreg.out[6] | 0.61 |
| worst max-delay path | sta | u_sreg.out[1] | 6.84 |
| min in group asynchronous | rn | u_kreg.out[63] | 1.78 |
| worst min-delay path | u_kreg.out[67] | u_kreg.out[6] | 0.61 |
| worst max register to register | u_control.cnt_ps[4] | u_sreg.out[19] | 7.81 |
| max in group asynchronous | rn | u_sreg.out[4] | 7.55 |
-- cell type report --
cell class | count | area (um^2) | share of cell area [%]
Multi-Input combinational cell | 1011 | 7470 | 49.5
Sequential cell | 151 | 3780 | 25.1
Timing Repair Buffer | 224 | 2210 | 14.7
Tap cell | 525 | 657 | 4.36
Clock buffer | 19 | 453 | 3.00
Inverter | 88 | 330 | 2.19
Clock inverter | 13 | 169 | 1.12
-- through the flow --
stage | worst slack [ns] | cells
floorplan | 7.61 | 1359
global placement | 6.35 | 1999
detailed placement | 6.33 | 1999
CTS | 6.80 | 2031
global route | 6.61 | 2031
finish | 6.84 | 2031
-- power groups by stage --
stage / logic (mW) / registers (mW) / clock network, mW
final: 1.21 / 0.917 / 0.624
after global routing: 1.34 / 0.945 / 0.655
after CTS: 1.21 / 0.914 / 0.631
-- layer usage --
layer / up-vias / part of all wire, % / global-route usage, %
li1: 5058 / - / -
met1: 5085 / 43 / 30.8
met2: 396 / 44 / 31.5
met3: 37 / 9.8 / 6.89
met4: 0 / 2.5 / 4.51
met5: - / 0 / 0
Power and IR drop assume default switching activity.
