===== ./config.mk =====
export PLATFORM = sky130hd
export DESIGN_NAME = v8_1
export DESIGN_NICKNAME = v8_1
export VERILOG_FILES = /design/flow/design.v
export SDC_FILE = /design/flow/constraint.sdc
export NUM_CORES = 4
export LEC_CHECK = 1
export CORE_AREA = 10 10 70 70
export DIE_AREA = 0 0 80 80

===== ./constraint.sdc =====
current_design v8_1

set clk_period 4.0
set clk_io_pct 0.2

create_clock -name clk0 -period $clk_period

set non_clock_inputs [all_inputs -no_clocks]
set_input_delay [expr $clk_period * $clk_io_pct] -clock clk0 $non_clock_inputs
set_output_delay [expr $clk_period * $clk_io_pct] -clock clk0 [all_outputs]

===== ./design.v =====
`timescale 1ns / 1ps
module bit_slice (
  input aa, bb, ccin,
  output ssum, ccout
);
  assign ssum = aa ^ bb ^ ccin;
  assign ccout = (aa & bb) | (ccin & (aa ^ bb));
endmodule
module v8_1(
  input [3:0] a, b,
  input cin,
  output [3:0] sum,
  output [3:0] cout,
  output reg [7:0] D0_SEG,
  output reg [3:0] D0_AN
);
  wire [3:0] P, G;
  wire [3:0] C_out;
  reg [3:0] counter;
  assign P[0] = a[0] ^ b[0];
  assign G[0] = a[0] & b[0];
  assign P[1] = a[1] ^ b[1];
  assign G[1] = a[1] & b[1];
  assign P[2] = a[2] ^ b[2];
  assign G[2] = a[2] & b[2];
  assign P[3] = a[3] ^ b[3];
  assign G[3] = a[3] & b[3];
  assign C_out[0] = G[0];
  assign C_out[1] = G[1] | (P[1] & G[0]);
  assign C_out[2] = G[2] | (P[2] & G[1]) | (P[2] & P[1] & P[0]);
  assign C_out[3] = G[3] | (P[3] & G[2]) | (P[3] & P[2] & P[1]) | (P[3] & P[2] & P[1] & G[0]);
  bit_slice U1 (.aa(a[0]), .bb(b[0]), .ccin(C_out[0]), .ssum(sum[0]), .ccout(cout[0]));
  bit_slice U2 (.aa(a[1]), .bb(b[1]), .ccin(C_out[1]), .ssum(sum[1]), .ccout(cout[1]));
  bit_slice U3 (.aa(a[2]), .bb(b[2]), .ccin(C_out[2]), .ssum(sum[2]), .ccout(cout[2]));
  bit_slice U4 (.aa(a[3]), .bb(b[3]), .ccin(C_out[3]), .ssum(sum[3]), .ccout(cout[3]));
  always @(*) begin
    D0_AN = 4'b0111;
  end
  always @(*) 
    case (sum)
      4'b0000: 
        begin
            D0_SEG = 7'b1000000;  
        end    
      4'b0001: 
        begin
            D0_SEG = 7'b1111001;  
        end    
      4'b0010: 
        begin
            D0_SEG = 7'b0100100;  
        end    
      4'b0011: 
        begin
            D0_SEG = 7'b0110000;  
        end    
      4'b0100: 
        begin
            D0_SEG = 7'b0011001;  
        end    
      4'b0101: 
        begin
            D0_SEG = 7'b0010010;  
        end    
      4'b0110: 
        begin
            D0_SEG = 7'b0000010;  
        end    
      4'b0111: 
        begin
            D0_SEG = 7'b1111000;  
        end    
      4'b1000: 
        begin
            D0_SEG = 7'b0000000;  
        end    
      4'b1001: 
        begin
            D0_SEG = 7'b0010000;  
        end    
      4'b1010: 
        begin
            D0_SEG = 7'b0001000;  
        end
      4'b1011: 
        begin
            D0_SEG = 7'b0000011;  
        end  
      4'b1100: 
        begin
            D0_SEG = 7'b1000110;  
        end 
      4'b1101: 
        begin
            D0_SEG = 7'b0100001;  
        end   
      4'b1110: 
        begin
            D0_SEG = 7'b00000100;  
        end  
      4'b1111: 
        begin
            D0_SEG = 7'b0001110;  
        end   
    endcase
endmodule

===== ./run.sh =====
#!/bin/bash
# OpenROAD 26Q1-2900-gdf79404cd8, Yosys 0.63+post, stock flow scripts
make -C /OpenROAD-flow-scripts/flow DESIGN_CONFIG=/design/flow/config.mk WORK_HOME=/design/flow/orfs finish

==> out/results.ini <==
[setup_path]
cp_max_fo = 5
worstPathArrival_ps = 3120
required_ps = 3200
crit_path_end_kind = output port
worstSetupPathType = input port to output port
start_kind = input port
startpoint = b[1]
endpoint = D0_SEG[1]

[floorplan]
fp_util_pct = 15.5
die_x_um = 80
io_pins = 29
die_y_um = 80
coreArea_mm2 = 0.00342
core.rowCount = 21
chipArea_mm2 = 0.00640

[layout]
clockBufferCount = 0
seq_area_um2 = 0
area_delta_synth_final_pct = 80.8
final_area_um2 = 955
design.seq.count = 0
postLayoutCoreUtil_pct = 27.9
drive_gt1_share_pct = 40.4
fin_cells = 140

[synth]
synth_cell_types = 24
synthCells = 59
ys_cells = 59
yosysWarnings = 1
synth_area_per_cell_um2 = 8.95
topCellsByArea = ha_1 21%, buf_4 18%, fa_1 11%
ys_area_um2 = 528
common_cells = 13 x buf_4, 9 x ha_1, 6 x a21o_1
top_cell_area_share_pct = 21.3
top_cell = buf_4
synth_seq_share_pct = 0
synth_area_um2 = 528
top_area_cell = ha_1

[global_route]
grt_use_met3_pct = 1.25
busiest_layer = met2
grt_antenna_before_repair = 0
grt_use_total_pct = 4.55
grt_max_degree = 9
use_met1_pct = 5.89
use_met2_pct = 7.78
first_global_vias = 545
grt_pass1_wl_um = 2490
grt_overflow = 0

[worst_hold_path]
hold_class = input port to output port

[routing]
drt.antenna.violating_nets = 0
firstDrtPassIters = 3
drc_errors = 0
antenna-diode-count = 0
drtIter0Drc = 8
via_per_inst = 3.55
detail_route.wl_per_cell_um = 10.6
wl_um = 1490
vias = 497

[final_timing]
max_freq_mhz = 255
rsz0062_at_grt = true
final-hold-violation-count = 0
setup_viol = 0
maxSlewViolCount = 0
fin_crit_ps = 3920
finalCritPeriodShare_pct = 98.1

[placement]
dpl_cell_area_um2 = 826
placed_cells = 131
hpwlAfterDp_um = 1210
io_buffers = 23
gp_congestion = 0.719

[flow_run]
maxCapViolCount = 0
warnings = 39

[clock_tree]
cts_hold_buf = 0

[pwr]
vdd_drop_max_mv = 0.0680
powerDensity_mw_per_mm2 = 248
leakage_nw = 0.479

[status]
status = completed

routing by layer:
metal | part of all wire [%] | vias to the layer above
met2 | 46 | 18
met3 | 8.6 | 0
met5 | 0 | -
met4 | 0 | 0
li1 | - | 256
met1 | 46 | 223
critical path, stage by stage:
cell	delay [ps]
clkdlybuf4s15_2	210
ha_4	250
a21o_1	170
fa_2	620
ha_4	230
buf_4	130
xnor2_2	130
a21o_1	120
clkdlybuf4s50_1	460
area by class of cell:
class | instances | area (um2)
Fill cell | 384 | 2460
Timing Repair Buffer | 47 | 409
Inverter | 4 | 15.0
Multi-Input combinational cell | 43 | 473
Tap cell | 46 | 57.6
where the power goes:
| group | switching (mW) | total (mW) | leakage, nW | internal [mW] |
|---|---|---|---|---|
| logic | 0.0789 | 0.237 | 0.479 | 0.158 |
| clock network | 0 | 0 | 0 | 0 |
| registers | 0 | 0 | 0 | 0 |
| total | 0.0789 | 0.237 | 0.479 | 0.158 |
metrics by stage:
step	worst slack, ps	setup TNS (ps)	power [mW]	hold slack [ps]
3_3_place_gp	-377	-2430	0.204	2790
5_1_grt	-11.7	-11.7	0.265	2590
4_1_cts	-1.11	-1.11	0.230	2540
6_report	75.5	0	0.237	2550
2_1_floorplan	580	0	0.104	1820
3_5_place_dp	-409	-2660	0.207	2780
kinds of logic after synthesis:
group                      share of synthesized area [%]
buffers and inverters                               24.4
and+or+nand+nor                                     8.77
AOI/OAI and AO/OA                                   19.4
xor gates and xnor gates                            3.32
muxes                                               9.95
adders and majority gates                           32.7
other                                               1.42
layout by cell type (no fill, tap or decap):
master,Yosys,routed
a21o_1,6,6
a221o_1,1,1
a22o_1,2,2
and2_0,1,1
and2_1,1,1
and3b_1,1,1
buf_4,13,21
buf_6,1,3
clkdlybuf4s15_1,0,2
clkdlybuf4s15_2,0,1
clkdlybuf4s50_1,0,9
conb_1,2,5
dlygate4sd2_1,0,11
fa_2,0,3
ha_1,9,5
ha_2,0,1
ha_4,0,3
inv_1,4,3
inv_2,0,1
mux2_4,1,2
mux4_2,0,1
nor2_1,3,3
nor2b_1,1,1
o211ai_1,1,1
o21ai_0,1,1
o31a_1,1,1
o41ai_2,0,1
or2b_1,1,1
xnor2_1,2,1
xnor2_2,0,1
what timing repair did:
action | 4_1_cts | 5_1_grt
gates resized | 31 | 2
setup endpoints to repair | 9 | 3
pin swaps | 14 | 4
setup buffers | 7 | 2
how the worst min path moves through the flow:
stage,from,depth (start not counted),slack (ps),to
finish,a[0],4,2550,cout[0]
global route,a[0],4,2590,cout[0]
CTS,b[2],4,2540,cout[2]
No activity file was given, so power comes from the tool's default toggle rates.
