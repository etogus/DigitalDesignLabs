**flow/run.sh**
```bash
#!/bin/bash
# OpenROAD 26Q1-2900-gdf79404cd8, Yosys 0.63+post, stock flow scripts
make -C /OpenROAD-flow-scripts/flow DESIGN_CONFIG=/design/flow/config.mk WORK_HOME=/design/flow/orfs finish
```
**flow/config.mk**
```make
export PLATFORM = sky130hd
export DESIGN_NAME = v7_3
export DESIGN_NICKNAME = v7_3
export VERILOG_FILES = /design/flow/design.v
export SDC_FILE = /design/flow/constraint.sdc
export NUM_CORES = 4
export LEC_CHECK = 1
export CORE_AREA = 10 10 104 104
export DIE_AREA = 0 0 114 114
```
**flow/constraint.sdc**
```tcl
current_design v7_3

set clk_period 1.0
set clk_io_pct 0.2

create_clock -name clk0 -period $clk_period [get_ports {clk}]

set non_clock_inputs [all_inputs -no_clocks]
set_input_delay [expr $clk_period * $clk_io_pct] -clock clk0 $non_clock_inputs
set_output_delay [expr $clk_period * $clk_io_pct] -clock clk0 [all_outputs]
```
**flow/design.v**
```verilog
`timescale 1ns / 1ps
module dff(
    input clk, D, rst,
    output reg Q 
    );
always @ (posedge(clk), posedge(rst))
begin
   if (rst==1)
       Q <= 1'b0;	 
   else
       Q <= D;
end
endmodule
`timescale 1ns / 1ps
module v7_3(
    input clk,
    input rst,
    output led
    );
wire [26:0] din;
wire [26:0] clkdiv;
dff dff_inst0 ( 
.clk(clk),
.rst(rst),
.D(din[0]),
.Q(clkdiv[0])
);
genvar i;
generate
for (i = 1; i < 27; i=i+1)
begin : dff_gen_label
dff dff_inst ( 
.clk(clkdiv[i-1]),
.rst(rst),
.D(din[i]),
.Q(clkdiv[i])
);
end
endgenerate
assign din = ~clkdiv;
assign led = clkdiv[26];
endmodule
```
==> summary.txt <==
flow finished, numbers: DIE HEIGHT=114 µm, largest net degree at the start of global routing=27, Yosys warnings=1, WL per Instance=4.03 µm, Worst Path Buf+Inv=1, RSZ-0062 raised after global routing=false, hold buffers post-CTS=0, Post-route DRC=0, Peak VDD IR=0.0000773 V, comb area leader=buffers and inverters, worst-margin pin slew=0.303 ns, Core Area=0.00868 mm², Cell Chain, Critical Path=inv_1, DRT antenna net count=0, Yosys Chip Area=781 µm², Skew-Pair Late Insertion Delay=0 ns, GPL Wtd Cong=0.697, asr flop ratio synth=1.00, post-layout power=0.0658 mW, tool warnings=28, Post-synth top cells=inv_1, dfrtp_1, mux cell area share after synthesis=0, area leader, netlist=dfrtp_1, GR Util All Layers=0.0109, area fraction in compound gates=0, xor/xnor share=0, crit path DRT=0.88 ns, sequential share of the synthesized area=0.865, initial antenna violation count=0, dominant cells by area after synthesis=dfrtp_1, inv_1, die width=114 µm, Total Wirelength=669 µm, endpoints left unconstrained=27, Remaining Overflow, GRT=0, crit share post-route=0.473, CP Capture Type=flop, yosys adder share=0, crit-path leading delay family=flip-flops, Gate Count Post-Synth=55, Slew headroom=0.798, worst clock skew=0 ns, fp_density=0.0900, die area=0.0130 mm², Crit path arrival time=0.36 ns, IO Pins=3, Post-CTS Setup Bufs=0, min cycle time layout=0.473 ns, logic area=0 µm², filler instances=1000, Cell Pwr Density=69.8 mW/mm², first-pass GRT wire length=1240 µm, diode count=0, Synth top cell by count=inv_1, #MultiIn Comb=0, Registers, synthesis=27, P&R area growth vs syn=20.8%, post-synth cell types=2, type of the worst min-delay path=input pin to asynchronous set/reset pin, drt pass-1 iters=4, final-report setup violation count=0, Final Slew Violations=0, Max stage delay on crit path=0.32 ns, max-cap viol count=0, Worst setup SP type=flop, Dominant cell area share=0.865, Lkg Pwr=0.406 nW, total negative setup slack=0 ns, Detail Placement HPWL=597 µm, Post-Syn Area per Cell=14.2 µm², Crit-path slowest cell=dfrtp_1, Most common reg cell=dfrtp_1, status=finished, final reports clean, layout cells sized above 1=0.0172, CP Class=flop to flop, final core occ=0.109, ys cells=55, post-synth tally of flip-flops with integrated enable=0, row cnt=34, clock-pin slew on the worst setup and hold paths=0 ns, fmax=2.12 GHz, Via density=1.59, Worst Path Max Fanout=2, routed via count=264, Synth Cell Area=781 µm², DR iter-0 viols=7, register pins left without a clock=26, I/O Buffers=2, Hold Fails Final Rpt=0, register area=676 µm², Simple-Gate Area Share=0, vias in the first global route=265, # resized after CTS=0
final cells by class:
type,instances,area share
flip-flops and latches,27,0.716
repair buffers,3,0.0292
well taps,108,0.143
inverters,28,0.111
stage by stage:
step	cells	hold slack (ns)	instance area [µm²]	setup WS [ns]
2_1_floorplan	55	0.253	781	0.251
3_3_place_gp	166	0.353	943	0.530
3_5_place_dp	166	0.357	943	0.523
4_1_cts	166	0.357	943	0.522
5_1_grt	166	0.371	943	0.506
6_report	166	0.352	943	0.527
placed cells by master (no fill, tap or decap):
cell             Yosys  layout
buf_4                0       1
clkdlybuf4s50_1      0       2
dfrtp_1             27      27
inv_1               28      28
where the power goes:
group	switching (mW)	internal, mW
Combinational	0.0195	0.00624
Sequential	0	0.0401
Clock	0	0
Total	0.0195	0.0463
flip-flops by register name, summed over array words and instances, names as in the netlist:
register and count:
dff_inst0.Q 1, dff_gen_label.dff_inst.Q 26
cell families after synthesis:
family,count (synthesis)
buffers and inverters,28
flip-flops,27
metal layers:
layer / wire, µm / up-vias / GRT usage / share of wire
met2: 221 / 2 / 0.0140 / 0.33
li1: - / 143 / - / -
met3: 12 / 0 / 0.000532 / 0.018
met4: 0 / 0 / 0 / 0
met1: 435 / 119 / 0.0198 / 0.65
met5: 0 / - / 0 / 0
path summary, 6_finish.rpt:
check | slack [ns] | startpoint | end | depth (start not counted)
max | 0.53 | dff_inst0.Q | dff_inst0.Q | 1
min | 0.35 | rst | dff_inst0.Q | 2
max reg2reg | 0.53 | dff_inst0.Q | dff_inst0.Q | 1
min reg2reg | 0.40 | dff_inst0.Q | dff_inst0.Q | 1
max in group asynchronous | 0.54 | rst | dff_inst0.Q | 2
min in group clk0 | 0.40 | dff_inst0.Q | dff_inst0.Q | 1
Power figures rest on the tool's default switching activity, not on a simulated workload.
